==> flow/config.mk <==
export PLATFORM = sky130hd
export DESIGN_NAME = dcache_top
export DESIGN_NICKNAME = dcache_top
export VERILOG_FILES = /design/flow/design.v
export SDC_FILE = /design/flow/constraint.sdc
export NUM_CORES = 4
export LEC_CHECK = 1
export CORE_UTILIZATION = 40
export SYNTH_MEMORY_MAX_BITS = 65536
==> flow/constraint.sdc <==
current_design dcache_top

set clk_period 299.1
set clk_io_pct 0.2

create_clock -name clk0 -period $clk_period [get_ports {clk_i}]

set non_clock_inputs [all_inputs -no_clocks]
set_input_delay [expr $clk_period * $clk_io_pct] -clock clk0 $non_clock_inputs
set_output_delay [expr $clk_period * $clk_io_pct] -clock clk0 [all_outputs]
==> flow/design.v <==
module dcache_data_sram
(
    clk_i,
    addr_i,
    data_i,
    enable_i,
    write_i,
    data_o
);
input               clk_i;
input    [4:0]      addr_i;
input    [255:0]    data_i;
input               enable_i;
input               write_i;
output   [255:0]    data_o;
reg      [255:0]    memory[0:31];    
always@(posedge clk_i) begin
    if(enable_i && write_i) begin
        memory[addr_i] <= data_i;
    end
end
assign data_o = (enable_i) ? memory[addr_i] : 256'b0;
endmodule
module dcache_tag_sram
(
    clk_i,
    addr_i,
    data_i,
    enable_i,
    write_i,
    data_o
);
input              clk_i;
input    [4:0]     addr_i;
input    [23:0]    data_i;
input              enable_i;
input              write_i;
output   [23:0]    data_o;
reg      [23:0]    memory [0:31];    
always@(posedge clk_i) begin
    if(enable_i && write_i) begin
        memory[addr_i]   <= data_i;
    end
end
assign data_o = (enable_i) ? memory[addr_i] : 24'b0;
endmodule
module dcache_top
(
    clk_i, 
    rst_i,
    mem_data_i, 
    mem_ack_i,     
    mem_data_o, 
    mem_addr_o,     
    mem_enable_o, 
    mem_write_o, 
    p1_data_i, 
    p1_addr_i,     
    p1_MemRead_i, 
    p1_MemWrite_i, 
    p1_data_o, 
    p1_stall_o
);
input                 clk_i; 
input                 rst_i;
input    [256-1:0]    mem_data_i; 
input                 mem_ack_i; 
output   [256-1:0]    mem_data_o; 
output   [32-1:0]     mem_addr_o;     
output                mem_enable_o; 
output                mem_write_o; 
input    [32-1:0]     p1_data_i; 
input    [32-1:0]     p1_addr_i;     
input                 p1_MemRead_i; 
input                 p1_MemWrite_i; 
output   [32-1:0]     p1_data_o; 
output                p1_stall_o; 
wire    [4:0]         cache_sram_index;
wire                  cache_sram_enable;
wire    [23:0]        cache_sram_tag;
wire    [255:0]       cache_sram_data;
wire                  cache_sram_write;
wire    [23:0]        sram_cache_tag;
wire    [255:0]       sram_cache_data;
wire                  sram_valid;
wire                  sram_dirty;
parameter             STATE_IDLE         = 3'h0,
                      STATE_READMISS     = 3'h1,
                      STATE_READMISSOK   = 3'h2,
                      STATE_WRITEBACK    = 3'h3,
                      STATE_MISS         = 3'h4;
reg     [2:0]         state;
reg                   mem_enable;
reg                   mem_write;
reg                   cache_we;
wire                  cache_dirty;
reg                   write_back;
wire    [4:0]         p1_offset;
wire    [4:0]         p1_index;
wire    [21:0]        p1_tag;
wire    [255:0]       r_hit_data;
wire    [21:0]        sram_tag;
wire                  hit;
reg     [255:0]       w_hit_data;
wire                  write_hit;
wire                  p1_req;
reg     [31:0]        p1_data;
wire   [7:0]          offset;
assign offset = (p1_offset >> 2)*32;
assign    p1_req     = p1_MemRead_i | p1_MemWrite_i;
assign    p1_offset  = p1_addr_i[4:0];
assign    p1_index   = p1_addr_i[9:5];
assign    p1_tag     = p1_addr_i[31:10];
assign    p1_stall_o = ~hit & p1_req;
assign    p1_data_o  = p1_data; 
assign    sram_valid = sram_cache_tag[23];
assign    sram_dirty = sram_cache_tag[22];
assign    sram_tag   = sram_cache_tag[21:0];
assign    cache_sram_index  = p1_index;
assign    cache_sram_enable = p1_req;
assign    cache_sram_write  = cache_we | write_hit;
assign    cache_sram_tag    = {1'b1, cache_dirty, p1_tag};    
assign    cache_sram_data   = (hit) ? w_hit_data : mem_data_i;
assign    mem_enable_o = mem_enable;
assign    mem_addr_o   = (write_back) ? {sram_tag, p1_index, 5'b0} : {p1_tag, p1_index, 5'b0};
assign    mem_data_o   = sram_cache_data;
assign    mem_write_o  = mem_write;
assign    write_hit    = hit & p1_MemWrite_i;
assign    cache_dirty  = write_hit;
assign  hit = (sram_tag == p1_tag && sram_valid)? 1'b1 : 1'b0;
assign  r_hit_data = (hit) ? sram_cache_data : mem_data_i;
always@(r_hit_data or offset) begin
    p1_data = r_hit_data[offset +: 32];
end
always@(r_hit_data or p1_data_i or offset) begin
    w_hit_data = r_hit_data;
    w_hit_data[offset +: 32] = p1_data_i;
end
always@(posedge clk_i or negedge rst_i) begin
    if(~rst_i) begin
        state      <= STATE_IDLE;
        mem_enable <= 1'b0;
        mem_write  <= 1'b0;
        cache_we   <= 1'b0; 
        write_back <= 1'b0;
    end
    else begin
        case(state)        
            STATE_IDLE: begin
                if(p1_req && !hit) begin       
                    state <= STATE_MISS;
                end
                else begin
                    state <= STATE_IDLE;
                end
            end
            STATE_MISS: begin
                if(sram_dirty) begin           
                    state <= STATE_WRITEBACK;
                    mem_enable  <= 1'b1;
                    mem_write   <= 1'b1;
                    cache_we    <= 1'b0;
                    write_back  <= 1'b1;
                end
                else begin                     
                    state <= STATE_READMISS;
                    mem_enable  <= 1'b1;
                    mem_write   <= 1'b0;
                    cache_we    <= 1'b0;
                    write_back  <= 1'b0;
                end
            end
            STATE_READMISS: begin
                if(mem_ack_i) begin             
                    state <= STATE_READMISSOK;
                    mem_enable  <= 1'b0;
                    mem_write   <= 1'b0;
                    cache_we    <= 1'b1;
                    write_back  <= 1'b0;
                end
                else begin
                    state <= STATE_READMISS;
                end
            end
            STATE_READMISSOK: begin             
                state <= STATE_IDLE;
                mem_enable  <= 1'b0;
                mem_write   <= 1'b0;
                cache_we    <= 1'b0;
                write_back  <= 1'b0;
            end
            STATE_WRITEBACK: begin
                if(mem_ack_i) begin             
                    state <= STATE_READMISS;
                    mem_enable  <= 1'b1;
                    mem_write   <= 1'b0;
                    cache_we    <= 1'b0;
                    write_back  <= 1'b0;
                end
                else begin
                    state <= STATE_WRITEBACK;
                end
            end
        endcase
    end
end
dcache_tag_sram dcache_tag_sram
(
    .clk_i(clk_i),
    .addr_i(cache_sram_index),
    .data_i(cache_sram_tag),
    .enable_i(cache_sram_enable),
    .write_i(cache_sram_write),
    .data_o(sram_cache_tag)
);
dcache_data_sram dcache_data_sram
(
    .clk_i(clk_i),
    .addr_i(cache_sram_index),
    .data_i(cache_sram_data),
    .enable_i(cache_sram_enable),
    .write_i(cache_sram_write),
    .data_o(sram_cache_data)
);
endmodule
==> flow/run.sh <==
#!/bin/bash
# OpenROAD 26Q1-2900-gdf79404cd8, Yosys 0.63+post, stock flow scripts
make -C /OpenROAD-flow-scripts/flow DESIGN_CONFIG=/design/flow/config.mk WORK_HOME=/design/flow/orfs finish
==> flow_metrics.py <==
# Generated from Yosys and OpenROAD reports
metrics = {
    "outcome": {
        "status": "complete, but fails checks",
        "violations": "max-capacitance violations, max-slew violations",
    },
    "global_route": {
        "antenna_found_initial": 125,
        "groute.usage.overall": 0.3086,
        "gr-total-overflow": 0,
        "grt_pass1_vias": 197200,
        "grt_pass1_wl_um": 1649000,
        "grt_max_degree": 107,
    },
    "floorplan": {
        "core-area_um2": 861900,
        "die_y_um": 931.8,
        "rows": 341,
        "fp-utilization": 0.4012,
        "ioPinCount": 648,
        "die_w_um": 931.8,
        "die_area_um2": 868200,
    },
    "cells_and_area": {
        "area_growth_pct": 15.69,
        "layout.cells.non_filler": 29830,
        "drive_gt1_frac": 0.2615,
        "regArea_um2": 268300,
        "fillers": 69980,
        "final-comb-area_um2": 73830,
        "design_area_um2": 400100,
    },
    "clock_network": {
        "htreeDepth": 6,
        "clockRootBuffer": "clkbuf_16",
        "post_cts_buffers": 0,
        "cts.sinks": 8936,
        "cts_made_buffers": 861,
        "ctsResizeCount": 0,
        "clk_pin_slew_ns": 0.06,
        "cts_tree": "built",
        "clk_path_buf_depth": 4,
        "clock_latency_ns": 1.34,
        "ctsHoldBuffers": 0,
    },
    "synth": {
        "synth_top_area_share": 0.7753,
        "ys_seq_share": 0.7759,
        "numSynthFlops": 8936,
        "edf_count": 8928,
        "yosysWarnings": 3,
        "synthCells": 15790,
        "synth-main-ff-cell": "edfxtp_1",
        "async_flop_share": 0.0008953,
        "synth_cell_type_count": 64,
        "topCellsByArea": "edfxtp_1 78%, mux4_2 13%, a22oi_1 1.2%, mux2i_1 0.93%, buf_2 0.68%",
        "ys_area_um2": 345800,
        "yosys_cells": 15790,
        "largest_area_cell": "edfxtp_1",
        "synth_area_um2": 345800,
        "avgSynthCellArea_um2": 21.91,
    },
    "worst_setup_path": {
        "startpoint_type": "input pin",
        "crit_arrival_ns": 70.38,
        "worstSetupPathType": "input pin to output pin",
        "cp.required_ns": 239.28,
        "path_max_fanout": 90,
        "end_kind": "output pin",
    },
    "timing": {
        "setup_viol": 0,
        "max-slew-margin-rel": -0.1131,
        "grt_setup_unrepaired": "false",
        "post-route-period-util": 0.4353,
        "maxSlewViolCount": 6,
        "worst_pin_slew_ns": 1.666,
        "finalClockSkew_ns": 0.1725,
        "tns_ns": 0,
        "hold_viol": 0,
        "fmax_ghz": 0.007681,
        "fin_crit_ns": 130.20,
    },
    "placement": {
        "gp_congestion": 0.9480,
        "dp_hpwl_um": 737400,
        "dp_cells": 28000,
        "port_buffers": 640,
        "post_dp_cell_area_um2": 372100,
    },
    "route": {
        "routed_wl_um": 1219000,
        "ant_nets": 0,
        "drtPass1Iterations": 8,
        "routed_via_density": 6.123,
        "wl_per_cell_um": 40.86,
        "drc": 0,
        "vias": 182700,
        "drt_iter0_markers": 15210,
    },
    "pwr": {
        "p_leak_nw": 123.9,
        "peakVddDrop_mv": 0.007047,
        "p_total_mw": 2.646,
        "cellPowerDensity_nw_per_um2": 6.615,
    },
    "run": {
        "maxCapViolations": 2,
        "warnings": 36,
    },
    "min_path": {
        "min_path_type": "flip-flop to flip-flop",
    },
}
-- placed cells by master, fill, tap and decap left out, types with 24 or more instances in the layout --
master / instances
o21bai_1: 57
buf_12: 36
clkinv_2: 141
diode_2: 234
o21ai_1: 24
clkinv_16: 30
a221oi_1: 257
a22oi_1: 542
clkdlybuf4s50_1: 637
nor2_4: 40
o221ai_1: 64
a31oi_1: 56
clkbuf_16: 865
o22a_1: 64
mux4_2: 2072
clkbuf_1: 221
a22o_1: 259
o311a_1: 31
o22ai_1: 288
nand2_1: 75
clkinv_1: 228
o21ai_2: 41
buf_4: 1123
nor2_1: 492
and3_1: 258
o21ai_0: 34
o21bai_2: 39
mux2i_1: 323
nand3_1: 101
nor2_2: 26
a31o_2: 62
o211ai_1: 33
nand4_1: 103
edfxtp_1: 8928
bufinv_16: 62
nand2b_2: 31
o21a_1: 194
-- area by class of cell --
cell class              instances  area share
well taps                   11490     0.03593
diodes                        234    0.001464
inverters                       9   0.0001032
flip-flops and latches       8936      0.6706
multi-input cells            5769      0.1846
clock inverters               504     0.01208
repair buffers               1799     0.03899
clock buffers                1088     0.05625
-- synth_stat cells (all sizes together), types with 31 or more instances --
| library cell | number |
|---|---|
| edfxtp | 8928 |
| mux4 | 2072 |
| buf | 624 |
| nor2 | 558 |
| a22oi | 549 |
| clkbuf | 451 |
| mux2i | 323 |
| o22ai | 288 |
| and3 | 263 |
| a221oi | 259 |
| a22o | 259 |
| o21a | 194 |
| nand3 | 105 |
| nand4 | 103 |
| o21ai | 99 |
| o21bai | 96 |
| nand2 | 84 |
| a31oi | 74 |
| o221ai | 64 |
| o22a | 64 |
| a31o | 62 |
| nand2b | 33 |
| o211ai | 33 |
| a211oi | 31 |
| o311a | 31 |
-- metal layers --
| metal | part of all wire | global-route usage |
|---|---|---|
| met2 | 0.43 | 0.4081 |
| met5 | 0.0054 | 0.06444 |
| met4 | 0.089 | 0.1974 |
| met3 | 0.22 | 0.2864 |
| met1 | 0.26 | 0.3009 |
-- metrics by stage --
| step | setup slack, ns | hold slack (ns) | util |
|---|---|---|---|
| 6_report | 168.90 | 0.4837 | 0.4642 |
| 5_1_grt | 168.87 | 0.5387 | 0.4639 |
| 4_1_cts | 169.40 | 0.4873 | 0.4635 |
| 3_5_place_dp | 169.44 | 0.4803 | 0.4318 |
| 3_3_place_gp | 169.47 | 0.4761 | 0.4318 |
| 2_1_floorplan | 176.46 | 0.4584 | - |
-- worst max-delay path, cell delays in order --
cell and delay [ns]:
buf_16 0.41, buf_4 0.71, buf_4 0.73, buf_4 0.61, buf_4 0.64, mux2i_1 0.27
o22ai_1 0.09, nor2_1 0.19, a41oi_1 0.14, buf_4 0.21, xnor2_1 0.16, nand4_1 0.35
or4_4 0.82, buf_4 0.40, buf_4 0.42, o21bai_1 1.19, nand3_1 0.96, a22oi_2 0.35
buf_4 0.35, o311a_1 0.62, clkdlybuf4s50_1 0.59
-- power by group --
part | switching, mW | internal, mW
clock network | 0.475 | 0.587
logic | 0.130 | 0.0637
registers | 0.00214 | 1.39
total | 0.607 | 2.04
-- sequential cells by signal, summed over array words and instances, names as in the netlist --
register and count:
cache_we 1, dcache_data_sram.memory 8192, dcache_tag_sram.memory 736, mem_enable 1
mem_write 1, state 5
-- worst paths after layout --
kind                                               start                        endpoint  slack [ns]  cells past startpoint
max reg2reg                dcache_tag_sram.memory[4][21]  dcache_data_sram.memory[18][6]      289.22                     22
max                                         p1_addr_i[6]                   p1_data_o[27]      168.90                     21
max in group asynchronous                          rst_i                        state[0]      240.02                      1
min in group asynchronous                          rst_i                      mem_enable       58.78                      1
min reg2reg                                     state[0]                        state[0]        0.48                      2
min                                             state[0]                        state[0]        0.48                      2
-- cell families after synthesis --
| group | share of synthesized area |
|---|---|
| other | 0.00001084 |
| xor gates and xnor gates | 0.0005572 |
| adders and majority gates | 0.0001447 |
| buffers and inverters | 0.01413 |
| and+or+nand+nor | 0.01699 |
| AOI/OAI and AO/OA | 0.04729 |
| muxes | 0.1450 |
| DFF | 0.7759 |
Power is estimated from default activity; no workload was simulated.
